### flow/design.v
module UART
(
	input CLK,
	input RST,
	input Rs232_Rx,
	output wire Rs232_Tx,
	output wire Tx_Done,
	output wire Tx_State
);
	wire [7:0]UART_Data_Byte;
	wire UART_Send_En;
	UART_Byte_Tx UART_Byte_Tx1
	(
			.CLK(CLK),
			.RST(RST),
			.Send_En(UART_Send_En),
			.Data_Byte(UART_Data_Byte),
			.Rs232_Tx(Rs232_Tx),
			.Tx_Done(Tx_Done),
			.Tx_State(Tx_State)
		);
	UART_Byte_Rx UART_Byte_Rx1
	(
			.CLK(CLK),
			.RST(RST),
			.Rs232_Rx(Rs232_Rx),
			.Data_Byte(UART_Data_Byte),
			.Rx_Done(UART_Send_En)
		);
endmodule
module UART_Byte_Rx
(
	input CLK,							 
	input RST,							 
	input Rs232_Rx,					 
	output reg [7:0]Data_Byte,		 
	output reg Rx_Done				 
);
	parameter bps_cut_MAX = 325-1;	 
	reg [15:0]div_cut;					 
	reg s0_Rs232_Rx,s1_Rs232_Rx;		 
	reg tmp0_Rs232_Rx,tmp1_Rs232_Rx;	 
	wire nedge;						 
	reg Rx_State;					 
	reg bps_clk;					 
	reg [7:0]bps_cut;				 
	reg [2:0]r_data_byte[7:0];	 
	reg [7:0]tmp_data_byte;		 
	reg [2:0]START_BIT;			 
	reg [2:0]STOP_BIT;			 
always@(posedge CLK or negedge RST)begin
	if(!RST)begin
		s0_Rs232_Rx <= 1'b0;
		s1_Rs232_Rx <= 1'b0;
	end
	else begin
		s0_Rs232_Rx <= Rs232_Rx;
		s1_Rs232_Rx <= s0_Rs232_Rx;
	end
end	
always@(posedge CLK or negedge RST)begin
	if(!RST)begin
		tmp0_Rs232_Rx <= 1'b0;
		tmp1_Rs232_Rx <= 1'b0;
	end
	else begin
		tmp0_Rs232_Rx <= s1_Rs232_Rx;
		tmp1_Rs232_Rx <= tmp0_Rs232_Rx;
	end
end	
assign nedge = (!tmp0_Rs232_Rx) & tmp1_Rs232_Rx;	 
always@(posedge CLK or negedge RST)begin
	if(!RST)
		div_cut <= 16'b0;
	else if(Rx_State)begin
		if(div_cut==bps_cut_MAX)
			div_cut <= 16'b0;
		else
			div_cut <= div_cut+1;
	end
	else
		div_cut <= 16'b0;
end
always@(posedge CLK or negedge RST)begin
	if(!RST)
		bps_clk <= 1'b0;
	else if(div_cut==16'd1)
		bps_clk <= 1'b1;
	else
		bps_clk <= 1'b0;
end
always@(posedge CLK or negedge RST)begin
	if(!RST)
		bps_cut <= 8'b0;
	else if(Rx_Done || (bps_cut==8'd12 && (START_BIT >2) ))
		bps_cut <= 8'b0;
	else if(bps_clk)
		bps_cut <= bps_cut+1'b1;
	else
		bps_cut <= bps_cut;
end
always@(posedge CLK or negedge RST)begin
	if(!RST)
		Rx_Done <= 1'b0;
	else if(bps_cut==8'd159)
		Rx_Done <= 1'b1;
	else
		Rx_Done <= 1'b0;
end
always@(posedge CLK or negedge RST)begin
	if(!RST)
		Rx_State <= 1'b0;
	else if(nedge)
		Rx_State <= 1'b1;
	else if( Rx_Done || (bps_cut==8'd12 && (START_BIT >2) ) )
		Rx_State <= 1'b0;
	else
		Rx_State <= Rx_State;
end
always@(posedge CLK or negedge RST)begin
	if(!RST)begin
		START_BIT <= 3'd0;
		r_data_byte[0] <= 3'd0;
		r_data_byte[1] <= 3'd0;
		r_data_byte[2] <= 3'd0;
		r_data_byte[3] <= 3'd0;
		r_data_byte[4] <= 3'd0;
		r_data_byte[5] <= 3'd0;
		r_data_byte[6] <= 3'd0;
		r_data_byte[7] <= 3'd0;
		STOP_BIT <= 3'd0;
	end
	else begin
		case(bps_cut)
			0:begin
					START_BIT <= 3'd0;
					r_data_byte[0] <= 3'd0;
					r_data_byte[1] <= 3'd0;
					r_data_byte[2] <= 3'd0;
					r_data_byte[3] <= 3'd0;
					r_data_byte[4] <= 3'd0;
					r_data_byte[5] <= 3'd0;
					r_data_byte[6] <= 3'd0;
					r_data_byte[7] <= 3'd0;
					STOP_BIT <= 3'd0;
			end
			6,7,8,9,10,11:
				START_BIT <= START_BIT+s1_Rs232_Rx;
			22,23,24,25,26,27:
				r_data_byte[0] <= r_data_byte[0]+s1_Rs232_Rx;
			38,39,40,41,42,43:
				r_data_byte[1] <= r_data_byte[1]+s1_Rs232_Rx;
			54,55,56,57,58,59:
				r_data_byte[2] <= r_data_byte[2]+s1_Rs232_Rx;
			70,71,72,73,74,75:
				r_data_byte[3] <= r_data_byte[3]+s1_Rs232_Rx;
			86,87,88,89,90,91:
				r_data_byte[4] <= r_data_byte[4]+s1_Rs232_Rx;
			102,103,104,105,106,107:
				r_data_byte[5] <= r_data_byte[5]+s1_Rs232_Rx;
			118,119,120,121,122,123:
				r_data_byte[6] <= r_data_byte[6]+s1_Rs232_Rx;
			134,135,136,137,138,139:
				r_data_byte[7] <= r_data_byte[7]+s1_Rs232_Rx;
			150,151,152,153,154,155:
				STOP_BIT <= STOP_BIT+s1_Rs232_Rx;
		endcase
	end
end
always@(posedge CLK or negedge RST)begin
	if(!RST)
		tmp_data_byte <= 8'd0;
	else if(bps_cut==8'd159)begin
		tmp_data_byte[0] <= r_data_byte[0][2];		 
		tmp_data_byte[1] <= r_data_byte[1][2];
		tmp_data_byte[2] <= r_data_byte[2][2];
		tmp_data_byte[3] <= r_data_byte[3][2];
		tmp_data_byte[4] <= r_data_byte[4][2];
		tmp_data_byte[5] <= r_data_byte[5][2];
		tmp_data_byte[6] <= r_data_byte[6][2];
		tmp_data_byte[7] <= r_data_byte[7][2];
	end
end
always@(posedge CLK or negedge RST)begin
	if(!RST)
		Data_Byte <= 8'b0;
	else if(bps_cut==8'd159)
		Data_Byte <= tmp_data_byte;
	else
		Data_Byte <= Data_Byte;
end
endmodule
module UART_Byte_Tx
(
	input CLK,					 
	input RST,					 
	input Send_En,				 
	input [7:0]Data_Byte,	 
	output reg Rs232_Tx,		 
	output reg Tx_Done,		 
	output reg Tx_State		 
);
	parameter bps_cut_MAX = 5208-1;	 
	localparam START_BIT = 1'b0;
	localparam STOP_BIT = 1'b1;
	reg bps_clk;				 
	reg [15:0]div_cut;		 
	reg [3:0]bps_cut;			 
	reg [7:0]r_data_byte;	 
always@(posedge CLK or negedge RST)begin
	if(!RST)
		div_cut <= 16'b0;
	else if(Tx_State)begin
		if(div_cut==bps_cut_MAX)
			div_cut <= 16'b0;
		else
			div_cut <= div_cut+1;
	end
	else
		div_cut <= 16'b0;
end
always@(posedge CLK or negedge RST)begin
	if(!RST)
		bps_clk <= 1'b0;
	else if(div_cut==16'd1)
		bps_clk <= 1'b1;
	else
		bps_clk <= 1'b0;
end
always@(posedge CLK or negedge RST)begin
	if(!RST)
		bps_cut <= 4'b0;
	else if(Tx_Done)
		bps_cut <= 4'b0;
	else if(bps_clk)
		bps_cut <= bps_cut+1'b1;
	else
		bps_cut <= bps_cut;		
end
always@(posedge CLK or negedge RST)begin
	if(!RST)
		Tx_Done <= 1'b0;
	else if(bps_cut==4'd11)
		Tx_Done <= 1'b1;
	else
		Tx_Done <= 1'b0;
end
always@(posedge CLK or negedge RST)begin
	if(!RST)
		Tx_State <= 1'b0;
	else if(Send_En)
		Tx_State <= 1'b1;
	else if(Tx_Done)
		Tx_State <= 1'b0;
	else
		Tx_State <= Tx_State;
end
always@(posedge CLK or negedge RST)begin
	if(!RST)
		r_data_byte <= 8'b0;
	else if(Send_En)
		r_data_byte <= Data_Byte;
	else
		r_data_byte <= r_data_byte;
end
always@(posedge CLK or negedge RST)begin
	if(!RST)
		Rs232_Tx <= 1'b1;  	 
	else begin
		case(bps_cut)
			0:
				Rs232_Tx <= 1'b1;
			1:
				Rs232_Tx <= START_BIT;
			2:
				Rs232_Tx <= r_data_byte[0];
			3:
				Rs232_Tx <= r_data_byte[1];
			4:
				Rs232_Tx <= r_data_byte[2];
			5:
				Rs232_Tx <= r_data_byte[3];
			6:
				Rs232_Tx <= r_data_byte[4];
			7:
				Rs232_Tx <= r_data_byte[5];
			8:
				Rs232_Tx <= r_data_byte[6];
			9:
				Rs232_Tx <= r_data_byte[7];
			10:
				Rs232_Tx <= STOP_BIT;
			default:
				Rs232_Tx <= 1'b1;
		endcase
	end
end
endmodule
### flow/run.sh
#!/bin/bash
# OpenROAD 26Q1-2900-gdf79404cd8, Yosys 0.63+post, stock flow scripts
make -C /OpenROAD-flow-scripts/flow DESIGN_CONFIG=/design/flow/config.mk WORK_HOME=/design/flow/orfs finish
### flow/config.mk
export PLATFORM = sky130hd
export DESIGN_NAME = UART
export DESIGN_NICKNAME = UART
export VERILOG_FILES = /design/flow/design.v
export SDC_FILE = /design/flow/constraint.sdc
export NUM_CORES = 4
export LEC_CHECK = 1
export CORE_UTILIZATION = 50
### flow/constraint.sdc
current_design UART

set clk_period 4.8
set clk_io_pct 0.2

create_clock -name clk0 -period $clk_period [get_ports {CLK}]

set non_clock_inputs [all_inputs -no_clocks]
set_input_delay [expr $clk_period * $clk_io_pct] -clock clk0 $non_clock_inputs
set_output_delay [expr $clk_period * $clk_io_pct] -clock clk0 [all_outputs]
==> impl_summary.log <==
[flow] final metrics
INFO  metric ff2ff_path_depth = 5
INFO  metric detailedRoute.firstIterationViolations = 111
INFO  metric grt_pass1_vias = 3227
INFO  metric die_w = 104.0 um
INFO  metric worst_pin_slew = 0.9375 ns
INFO  metric seqCellArea = 2654 um^2
INFO  metric maxClockFrequency = 432.5 MHz
INFO  metric area_growth_syn_to_fin = 7.342%
INFO  metric place_inst = 608
INFO  metric yosys-top-cells-area = dfrtp_1, ha_1, mux2_2
INFO  metric final-max-slew-violation-count = 0
INFO  metric final-hold-violation-count = 0
INFO  metric status = finished clean
INFO  metric floorplan.io_pins = 6
INFO  metric postCtsHoldBufs = 0
INFO  metric drc_errors = 0
INFO  metric num_vias = 3354
INFO  metric post-route-period-util = 48.17%
INFO  metric ys_seq_elements = 106
INFO  metric cts_inserted_buffers = 9
INFO  metric cp-start-kind = flop
INFO  metric die_area = 10810 um^2
INFO  metric syn_avg_cell_area = 10.74 um^2
INFO  metric predominant_post_synthesis_flop_cell = dfrtp_1
INFO  metric hold_path.class = reg2reg
INFO  metric ys.warnings.count = 3
INFO  metric yosys-stat-cells = 484
INFO  metric detailed_place_hpwl = 5728 um
INFO  metric share_of_the_synthesized_area_in_the_top_cell_type = 50.55%
INFO  metric setup.reg_to_reg.worst_slack = 2.49 ns
INFO  metric cp.arrival = 2.57 ns
INFO  metric logic_area = 2396 um^2
INFO  metric netlist_instances = 484
INFO  metric std_cell_rows = 36
INFO  metric remaining_global_route_overflow = 0
INFO  metric totalWireLength = 8497 um
INFO  metric grt_antenna_before_repair = 0
INFO  metric r2r_end = UART_Byte_Rx1.START_BIT[2]
INFO  metric timing.critical_path.cells = ha_1, nor2_2, a2111oi_4, nand3_1, a32o_1
INFO  metric critical_path_required = 5.06 ns
INFO  metric worst_slew_margin_rel = 37.50%
INFO  metric drive_above_1_share = 12.02%
INFO  metric yosys.area.top_type = dfrtp_1
INFO  metric endpoint_kind = flop
INFO  metric route.antenna.remaining_nets = 0
INFO  metric p_leak = 2.598 nW
INFO  metric clock_path_buffers = 2
INFO  metric post_cts_resized = 0
INFO  metric finalWeightedCongestion = 0.8365
INFO  metric post_layout_nonfiller_instances = 624
INFO  metric synth-edff-count = 0
INFO  metric totalNegativeSetupSlack = 0 ns
INFO  metric worst_clock_skew = 0.009551 ns
INFO  metric cts_post_setup_buffers_inserted = 0
INFO  metric power_density = 355.2 nW/um^2
INFO  metric worstHoldStart = UART_Byte_Rx1.s0_Rs232_Rx
INFO  metric synth_cell_type_count = 46
INFO  metric worst_r2r_startpoint = UART_Byte_Rx1.bps_cut[0]
INFO  metric clockRootBuffer = clkbuf_8
INFO  metric cts_tree = done
INFO  metric worstSkewPairLatency = 0.37 ns
INFO  metric h-tree-depth = 3
INFO  metric setup_viol_count_final = 0
INFO  metric post_synth_instance_area = 5197 um^2
INFO  metric drt_pre_antenna_iters = 4
INFO  metric worst_setup_hold_path_clk_slew = 0.09 ns
INFO  metric critical_setup_path_kind = reg2reg
INFO  metric antennaDiodeCount = 0
INFO  metric synth.cells.most_frequent = dfrtp_1, nor2_1, nand2_1, nand3_1, ha_1
INFO  metric placeableCoreArea = 9910 um^2
INFO  metric place.port_buffers = 5
INFO  metric grt_start_max_net_pins = 61
INFO  metric final_period_minus_worst_setup_slack = 2.312 ns
INFO  metric tool_warnings = 34
INFO  metric synth_sequential_area_ratio = 51.06%
INFO  metric ys_area = 5197 um^2
INFO  metric critical_path.top_delay_family = AND-OR/OR-AND gates
INFO  metric grtUsageTotal = 17.55%
INFO  metric async_reset_ff_share = 100.0%
INFO  metric die-height = 104.0 um
INFO  metric crit_path_max_incr_delay = 0.85 ns
INFO  metric rsz0062_at_grt = false
INFO  metric hold_critical_path_depth = 0
INFO  metric route.detailed.vias_per_inst = 5.375
INFO  metric max_cap_violations = 0
INFO  metric largest_vdd_supply_drop = 294.0 uV
INFO  metric hold_ep = UART_Byte_Rx1.s1_Rs232_Rx
INFO  metric crit_path_max_fanout = 17
INFO  metric grt_pass1_wl = 15120 um
INFO  metric floorplan.initialDensity = 52.45%
INFO  metric wl_per_cell = 13.62 um
INFO  metric path_buffers = 0
INFO  metric n_fill_cell = 827
INFO  metric cts_num_sinks = 106
INFO  metric critical_path.slowest_cell = a2111oi_4
INFO  metric post-synth-top-count-cell = dfrtp_1
## worst max-delay path by stage
stage | start | end | slack (ns) | cells after the start
after CTS | UART_Byte_Tx1.Rs232_Tx | Rs232_Tx | 2.48 | 1
after global routing | UART_Byte_Rx1.bps_cut[0] | UART_Byte_Rx1.r_data_byte[3][2] | 2.29 | 5
final | UART_Byte_Rx1.bps_cut[0] | UART_Byte_Rx1.START_BIT[2] | 2.49 | 5
## through the flow
step                cell area [um^2]  setup slack, ns  power [mW]  hold WS (ns)  util [%]
finish                          5579            2.488       1.982        0.3633     56.30
global route                    5579            2.287       2.095        0.3776     56.30
CTS                             5579            2.481       2.018        0.3691     56.30
detailed placement              5354            2.493       1.393        0.3362     54.03
global placement                5354            2.568       1.384        0.3335     54.03
floorplan                       5197            2.964       1.318        0.3312         -
## cell usage in the layout (no fill, tap or decap), drive strengths merged, types with 2 or more instances in the layout
cell type	instances
nand2	43
clkdlybuf4s50	4
nor2b	4
a22o	2
clkbuf	9
nor3	9
or2	3
a31o	2
buf	5
nor2	52
or3	3
ha	31
xnor2	20
nand3	41
xor2	16
nand4	12
a2111oi	3
inv	18
bufinv	2
a21oi	4
mux2i	9
o21ai	23
and3	3
nand2b	3
clkinv	2
mux2	24
dfrtp	105
nor4	12
and2	12
## routing by layer
metal	GRT usage [%]	up-vias	part of all wire, %
met2	27.14	23	46
met3	3.318	9	2.2
met1	28.08	1634	51
met5	0	-	0
met4	1.735	0	1.1
li1	-	1688	-
## power breakdown
group          internal (mW)  total (mW)  leakage [nW]  switching [mW]
clock network          0.299       0.609         0.112           0.309
registers              0.946        1.02          1.44          0.0736
logic                  0.121       0.353          1.04           0.232
total                   1.37        1.98          2.60           0.615
## sequential cells by signal, summed over array words and instances (netlist names), 3 cells and up
name / flops
UART_Byte_Rx1.Data_Byte: 8
UART_Byte_Rx1.START_BIT: 3
UART_Byte_Rx1.r_data_byte: 24
UART_Byte_Tx1.div_cut: 16
UART_Byte_Rx1.div_cut: 16
UART_Byte_Tx1.bps_cut: 4
UART_Byte_Rx1.tmp_data_byte: 8
UART_Byte_Rx1.bps_cut: 8
UART_Byte_Tx1.r_data_byte: 8
## cells by family after synthesis
| kind of cell | after synthesis | share of synthesized area [%] |
|---|---|---|
| buf+inv | 34 | 2.840 |
| flops | 106 | 51.06 |
| compound gates | 43 | 6.404 |
| fa+ha+maj | 31 | 7.463 |
| simple gates | 201 | 19.23 |
| mux | 33 | 6.933 |
| xor+xnor | 36 | 6.066 |
## cell type report
cell class	instances	area share (%)
flip-flops and latches	106	47.57
inverters	16	1.076
clock buffers	9	2.220
well taps	133	2.983
repair buffers	9	1.390
multi-input cells	344	42.95
clock inverters	7	1.817
No activity file was given, so power comes from the tool's default toggle rates.
